### flow/run.sh
#!/bin/bash
# OpenROAD 26Q1-2900-gdf79404cd8, Yosys 0.63+post, stock flow scripts
make -C /OpenROAD-flow-scripts/flow DESIGN_CONFIG=/design/flow/config.mk WORK_HOME=/design/flow/orfs finish
### flow/config.mk
export PLATFORM = sky130hd
export DESIGN_NAME = MEM_WB_REG
export DESIGN_NICKNAME = MEM_WB_REG
export VERILOG_FILES = /design/flow/design.v
export SDC_FILE = /design/flow/constraint.sdc
export NUM_CORES = 4
export LEC_CHECK = 1
export CORE_AREA = 10 10 100 100
export DIE_AREA = 0 0 110 110
### flow/constraint.sdc
current_design MEM_WB_REG

set clk_period 1.0
set clk_io_pct 0.2

create_clock -name clk0 -period $clk_period [get_ports {clk}]

set non_clock_inputs [all_inputs -no_clocks]
set_input_delay [expr $clk_period * $clk_io_pct] -clock clk0 $non_clock_inputs
set_output_delay [expr $clk_period * $clk_io_pct] -clock clk0 [all_outputs]
### flow/design.v
module MEM_WB_REG(
	clk, 
	WB_in,
	WB_out,
	Address_in,
	Address_out,
	Read_data_in,
	Read_data_out,
);
	input [32-1:0] Address_in, Read_data_in;
	input [1:0] WB_in; 
	input clk;
	output reg [32-1:0] Address_out, Read_data_out;
	output reg [1:0] WB_out;
 always@(posedge clk)begin
	WB_out <= WB_in;
	Address_out <= Address_in;
	Read_data_out <= Read_data_in;
 end
endmodule
==> flow_summary.json <==
{
  "finalCriticalPeriod_ns": 0.947,
  "ys_area_um2": 1320,
  "ys.flop_type": "dfxtp_1",
  "synth.avg_cell_area_um2": 20.0,
  "setup_slack_ns": 0.0532,
  "ios": 133,
  "vias": 988,
  "grt_max_degree": 11,
  "ys_sh_adder": 0,
  "power_leakage_nw": 1.17,
  "critPathLaunchType": "flip-flop",
  "criticalPathCategory": "reg -> out",
  "min_path_type": "in -> reg",
  "cts_sinks": 66,
  "cts_root_buffer": "clkbuf_8",
  "grt_pass1_vias": 1034,
  "synth-edff-count": 0,
  "cp_num_buf_inv": 1,
  "synth.area.top_cells": "dfxtp_1 (100%)",
  "area_growth_pct": 99.0,
  "wl_per_cell_um": 13.9,
  "slew_viol_final": 0,
  "diodes": 0,
  "finalSetupViolations": 0,
  "ys_cells": 66,
  "synth_cells": 66,
  "gr-usage-all-layers": 0.0664,
  "path_cells": "buf_2",
  "powerDensity_nw_per_um2": 2000,
  "ant_nets": 0,
  "ys_sh_aoi": 0,
  "cp.arrival_ns": 0.75,
  "dpl_worst_slack_ns": 0.0113,
  "drt-initial-drc-count": 22,
  "post-route-util": 0.337,
  "numPortBuffers": 132,
  "placed_area_um2": 2770,
  "drt-pass1-iter-count": 4,
  "yosys.stat.seqShare": 1.00,
  "cts_tree": "done",
  "routabilityCongestion": 0.729,
  "antenna_found_initial": 0,
  "max_freq_mhz": 1060,
  "num_rows": 32,
  "synth_top_area_share": 1.00,
  "top_cell": "dfxtp_1",
  "die-area_um2": 12100,
  "nMultiInputCombCells": 0,
  "warning_count": 26,
  "cpPeakStageDelay_ns": 0.31,
  "post_cts_buffers": 0,
  "hold_viol_final": 0,
  "cts_max_path_buffers": 2,
  "drive_above_1_share": 0.385,
  "xor_area_frac": 0,
  "largest_area_cell": "dfxtp_1",
  "h-tree-depth": 3,
  "syn-cell-area_um2": 1320,
  "gr-total-overflow": 0,
  "post-route-period-util": 0.947,
  "drc": 0,
  "cts_buffers": 9,
  "synthTopCellsByCount": "dfxtp_1 (66)",
  "via_per_inst": 3.14,
  "ir_worst_vdd_v": 0.000595,
  "core_area_um2": 7810,
  "hpwlAfterDp_mm": 3.66,
  "timing.hold.ws_ns": 0.308,
  "layout.area.comb_um2": 0,
  "holdBufCountCts": 0,
  "crit_slowest_cell": "dfxtp_2",
  "synth_warnings": 1,
  "cp_max_fo": 1,
  "async_flop_share": 0,
  "cp_top_family": "flip-flops",
  "worst_pin_slew_ns": 0.104,
  "die_h_um": 110,
  "die_w_um": 110,
  "fin_area_um2": 2630,
  "routed_wl_mm": 4.39,
  "relSlewSlack": 0.930,
  "synth_cell_types": 1,
  "fp_util": 0.169,
  "simple_gate_area_frac": 0,
  "drv_cap": 0,
  "synth_flops": 66,
  "end_kind": "output pin",
  "ys_sh_mux": 0,
  "cp.required_ns": 0.80,
  "path_clk_slew_ns": 0.06,
  "status": "finished clean",
  "grt_setup_unrepaired": "true",
  "fill_cells": 800,
  "grt_pass1_wl_mm": 5.98
}
==> placed cells by master, fill, tap and decap left out, drive strengths merged <==
master / count
buf: 66
clkinv: 2
dfxtp: 66
clkbuf: 12
bufinv: 1
clkdlybuf4s50: 66
==> cell type report <==
cell class	count	area, um^2	share of cell area
Sequential cell	66	1330	0.504
Timing Repair Buffer	132	991	0.377
Clock buffer	12	145	0.0552
Tap cell	102	128	0.0485
Clock inverter	3	40.0	0.0152
==> worst paths after layout <==
| path | startpoint | endpoint | cells after the start |
|---|---|---|---|
| setup / recovery | Address_out[25] | Address_out[25] | 1 |
| hold / removal | Address_in[0] | Address_out[0] | 1 |
==> registers in the layout, summed over array words and instances, names as in the netlist <==
name           cells
Read_data_out     32
Address_out       32
WB_out             2
==> timing repair <==
action,CTS,global route
cloned,0,0
setup endpoints to repair,66,1
gates resized,205,0
==> report_power, final <==
group | switching (mW) | internal, mW
clock | 0.888 | 1.20
combinational | 0.0575 | 0.306
sequential | 0.0265 | 2.77
==> stage by stage <==
stage	TNS [ns]	total power, mW	std cells
finish	0	5.25	315
global route	-0.00113	5.54	315
CTS	0	5.40	315
detailed placement	0	3.37	300
global placement	-0.00251	3.37	300
floorplan	0	2.82	66
==> cells by family (layout without fill, tap and decap cells) <==
group / Yosys count / after routing
DFF: 66 / 66
buffers and inverters: 0 / 147
==> layer usage <==
metal	global-route usage	up-vias	wire (um)
li1	-	487	-
met1	0.0712	425	1430
met2	0.101	69	2100
met3	0.0558	7	793
met4	0.0112	0	62
met5	0	-	0
No activity file was given, so power comes from the tool's default toggle rates.
