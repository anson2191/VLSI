$ cat /design/flow/run.sh
#!/bin/bash
# OpenROAD 26Q1-2900-gdf79404cd8, Yosys 0.63+post, stock flow scripts
make -C /OpenROAD-flow-scripts/flow DESIGN_CONFIG=/design/flow/config.mk WORK_HOME=/design/flow/orfs finish
$ cat /design/flow/config.mk
export PLATFORM = sky130hd
export DESIGN_NAME = MUX2to1_32b
export DESIGN_NICKNAME = MUX2to1_32b
export VERILOG_FILES = /design/flow/design.v
export SDC_FILE = /design/flow/constraint.sdc
export NUM_CORES = 4
export LEC_CHECK = 1
export CORE_AREA = 10 10 71 71
export DIE_AREA = 0 0 81 81
$ cat /design/flow/constraint.sdc
current_design MUX2to1_32b

set clk_period 1.0
set clk_io_pct 0.2

create_clock -name clk0 -period $clk_period

set non_clock_inputs [all_inputs -no_clocks]
set_input_delay [expr $clk_period * $clk_io_pct] -clock clk0 $non_clock_inputs
set_output_delay [expr $clk_period * $clk_io_pct] -clock clk0 [all_outputs]
$ cat /design/flow/design.v
module MUX2to1_32b(
	Data_in1,
	Data_in2,
	sel,
	Data_out
);
	input [32-1:0] Data_in1,Data_in2;
	input sel;
	output [32-1:0] Data_out;
 assign Data_out=(!sel)?Data_in1:Data_in2;
endmodule
==> flow_results.org <==
#+TITLE: Implementation results

** Pwr
- Power spread over the standard cell area amounts to just under 400 nW/um2.
- The highest supply drop recorded on VDD is approximately 0.17 mV.
- Internal power comes to approximately 490 uW.
- For this design the static power due to leakage is 0.872 nW.
- The switching component of the power was reported as 137 uW.
- In this run, flip-flops and latches consume 0% of the power.
- In this run, the clock network consumes 0% of the power.
- Switching power as a share of total power :: between 20% and 30%
- Comb pwr share :: about 100%

** Global route
- The first global-routing pass estimated between 4000 and 5000 um of wire.
- Total global-route track usage :: 7.79%
- The number of global-route vias before repair was between 700 and 800.
- Largest net degree at the start of global routing :: 11
- The total overflow left after global routing is 0.
- The number of antenna violations at the first check in global routing is 0.

** Logic synthesis
- The warning tally printed by Yosys for this design is 0.
- Yosys chip area :: about 540 um2
- Sequential fraction of the synthesis area :: 0%
- The synthesized netlist occupies a cell area of ~540 um2.
- Yosys stat counts 36 cells in the synthesized netlist.
- Count of cell types in the netlist :: 4
- Post-Synthesis Mean Instance Area :: 15.1 um2
- Synthesis produced a netlist whose cell count is 36.

** STA
- Per the finish-stage timing summary, setup violations number 32.
- Min cycle time layout :: 1180 ps
- Post-route period utilization is reported as 118%.
- Worst rel slew slack :: a little over nine tenths
- Slew at the pin closest to its max-slew limit :: 87.0 ps
- Setup repair after global routing could not meet its margin everywhere.
- For reference, the final report shows the max-slew violation count at 0.
- Slack of the critical path :: -179 ps
- Based on the critical path, the design can be clocked at up to roughly 850 MHz.
- The final timing report lists a hold violation count of 0.

** Worst setup path
- CP max FO :: 6
- Startpoint class of the critical path :: input pin
- Most Frequent Cell on Critical Path :: sky130_fd_sc_hd__buf_12
- Delay of the slowest cell on the worst path :: approximately 290 ps
- For reference, the critical path cell chain is buf_12, buf_12, buf_12, mux2_4, buf_6.
- Type of the worst setup path :: input pin to output port
- Required time of the critical path :: ~800 ps
- Family with the most delay on the worst path :: buffers and inverters
- STA classifies the critical path endpoint as an output port.
- Looking at the critical path, the single cell with the biggest stage delay is sky130_fd_sc_hd__mux2_4.
- Along the critical path, the tally of buffer and inverter instances is 4.
- WP data arrival :: ~980 ps

** Worst hold path
- Sink of the worst hold path :: Data_out[29]
- The number of cells on the worst hold path is listed as 3.
- The path class of the tightest hold or removal check is input pin to output port.
- Hold path startpoint :: Data_in2[29]

** Floorplan
- The floorplan step defined a die boundary enclosing between 6000 and 7000 um2.
- Number of I/O pins :: 97
- Die W :: between 80 and 90 um
- The region available for standard cell placement spans about 3600 um2.
- Number of core rows :: 22
- Die outline height :: approximately 81 um
- Init Core Util :: between 10% and 20%

** Placement
- Placed cell area :: about 1500 um2
- According to the dpl log, the detail-placed design has an HPWL of about 2500 um.
- Final weighted congestion of routability-driven global placement :: about 0.83
- Logged for this run, the post-placement worst setup slack is -512 ps.
- Per the placement log, port buffering inserted 97 buffers.

** Route
- Violation count after the first detailed-route iteration :: 2
- DRC :: 0
- Final wirelength :: between 2000 and 3000 um
- Routed length per placed instance :: approximately 15 um
- The first TritonRoute pass finished after 2 iterations.
- Via-per-instance ratio :: between 3 and 4
- Diode count :: 0
- Per the post-route antenna check, the number of violating nets is 0.
- Number of vias after detailed routing :: between 700 and 800

** Cells and area
- Area growth from synthesis to layout :: 192%
- The post-route netlist has a little over half of its cells at a drive strength greater than 1.
- The sequential cells in the finished layout cover a total of 0 um2.
- The final report gives the standard cell area, fillers excluded, as roughly 1600 um2.
- Number of flip-flops and latches :: 0
- Per the layout report, the design carries 0 clock buffers.

** Clock network
- Count of hold buffers inserted by post-cts repair :: 0

** Outcome
- Violated checks :: setup timing
- Status :: complete, but fails checks

** Run
- The tool flagged a number of max-cap violations equal to 0.
- The stage logs contain a warning count of 34.
## repair_timing
action                                  in CTS  in global routing
endpoints found under the setup margin      32                 32
cloned                                       2                  0
setup buffers                                5                  1
gates resized                              171                 10
## logic make-up (layout without fill, tap and decap cells)
group | count (synthesis) | count (layout) | share of synthesized area (%)
muxes | 32 | 32 | 86.9
buffers and inverters | 4 | 107 | 13.1
## how the worst max path moves through the flow
stage	cells past startpoint	endpoint	start
final	5	Data_out[4]	sel
after CTS	5	Data_out[4]	sel
after global routing	3	Data_out[31]	Data_in2[31]
## routing by layer
metal	vias up	wire (um)	global-route usage, %	share of wire [%]
met5	-	0	0	0
met4	0	0	0	0
met3	0	350	2.78	12
met2	50	1450	14.3	50
met1	320	1080	9.03	37
li1	345	-	-	-
## cells in the final DEF (no fill, tap or decap)
master                            Yosys  final
sky130_fd_sc_hd__mux2_2               2      1
sky130_fd_sc_hd__buf_16               0      2
sky130_fd_sc_hd__buf_4                0      1
sky130_fd_sc_hd__dlygate4sd2_1        0     51
sky130_fd_sc_hd__clkdlybuf4s50_1      0      9
sky130_fd_sc_hd__buf_12               3      4
sky130_fd_sc_hd__buf_6                1     23
sky130_fd_sc_hd__buf_2                0     13
sky130_fd_sc_hd__mux2_4              30     31
sky130_fd_sc_hd__dlymetal6s2s_1       0      4
## area by class of cell
class              instances  area (um2)
fillers                  357        2040
repair buffers           107        1050
multi-input cells         32         477
well taps                 48        60.1
## cell usage after synthesis, drive strengths merged
cell type  count  share of area, %
mux2          32                87
buf            4                13
## through the flow
step	std cells	hold WS, ps	power, mW	util (%)	TNS (ps)
2_1_floorplan	36	498	0.206	-	0
3_3_place_gp	179	1170	0.656	42.4	-15610
3_5_place_dp	179	1190	0.661	42.4	-15810
4_1_cts	186	751	0.614	42.3	-3620
5_1_grt	187	717	0.666	43.8	-3860
6_report	187	691	0.624	43.8	-3300
## power groups by stage
stage         Sequential, mW  Clock (mW)  Combinational, mW
CTS                        0           0              0.614
global route               0           0              0.666
finish                     0           0              0.624
No activity file was given, so power comes from the tool's default toggle rates.
