==> flow/design.v <==
module MUX4to1_32b(
	Data_in1,
	Data_in2,
	Data_in3,
	Data_in4,
	sel,
	Data_out
);
	input [32-1:0] Data_in1,Data_in2,Data_in3,Data_in4;
	input [1:0] sel;
	output reg [32-1:0] Data_out;
 always@(*)begin
	case(sel)
		2'd0:Data_out=Data_in1;
		2'd1:Data_out=Data_in2;
		2'd2:Data_out=Data_in3;
		2'd3:Data_out=Data_in4;
	endcase
 end
endmodule
==> flow/run.sh <==
#!/bin/bash
# OpenROAD 26Q1-2900-gdf79404cd8, Yosys 0.63+post, stock flow scripts
make -C /OpenROAD-flow-scripts/flow DESIGN_CONFIG=/design/flow/config.mk WORK_HOME=/design/flow/orfs finish
==> flow/config.mk <==
export PLATFORM = sky130hd
export DESIGN_NAME = MUX4to1_32b
export DESIGN_NICKNAME = MUX4to1_32b
export VERILOG_FILES = /design/flow/design.v
export SDC_FILE = /design/flow/constraint.sdc
export NUM_CORES = 4
export LEC_CHECK = 1
export CORE_AREA = 10 10 84 84
export DIE_AREA = 0 0 94 94
==> flow/constraint.sdc <==
current_design MUX4to1_32b

set clk_period 1.1
set clk_io_pct 0.2

create_clock -name clk0 -period $clk_period

set non_clock_inputs [all_inputs -no_clocks]
set_input_delay [expr $clk_period * $clk_io_pct] -clock clk0 $non_clock_inputs
set_output_delay [expr $clk_period * $clk_io_pct] -clock clk0 [all_outputs]
==> impl_metrics.sql <==
-- implementation run metrics
INSERT INTO impl_metrics (metric_group, metric, value, unit) VALUES
('die', 'row_count', '26', ''),
('pwr', 'worst_ir_drop_vdd', '0.000162', 'V'),
('route', 'post-route-drc-count', '0', ''),
('critical_path', 'crit_path_top_delay_cell', 'mux4_2', ''),
('critical_path', 'critical_path.most_common_cell', 'buf_12', ''),
('global_routing', 'grt_first_pass_wirelength', '9.43', 'mm'),
('logic_synthesis', 'post-synth-top-area-fraction', '0.829', ''),
('logic_synthesis', 'synth.top_cells.by_count', '30 x mux4_2, 3 x buf_12, 3 x buf_2', ''),
('route', 'vias_per_inst', '4.33', ''),
('layout', 'syn_to_final_growth', '193', '%'),
('logic_synthesis', 'yosysWarnings', '1', ''),
('critical_path', 'critPathCaptureType', 'output pin', ''),
('critical_path', 'critPathKind', 'primary input to output pin', ''),
('layout', 'clock_buffer_count', '0', ''),
('sta', 'whs', '0.831', 'ns'),
('sta', 'drv_slew', '0', ''),
('logic_synthesis', 'netlist_instances', '39', ''),
('logic_synthesis', 'netlist_area', '815', 'sq um'),
('pwr', 'power.leakage', '1.15', 'nW'),
('placement', 'detailed_place_hpwl', '5.69', 'mm'),
('route', 'drt_wl_total', '6.71', 'mm'),
('die', 'io_pins', '162', ''),
('sta', 'hold_violations', '0', ''),
('placement', 'place.gp.congestion', '0.810', ''),
('critical_path', 'worstPathMaxFanout', '5', ''),
('logic_synthesis', 'yosysUniqueCellTypes', '5', ''),
('logic_synthesis', 'synth.yosys.seq_area_share', '0', ''),
('sta', 'maximum_clock_frequency', '714', 'MHz'),
('worst_hold_path', 'worstHoldEndpoint', 'Data_out[28]', ''),
('logic_synthesis', 'ys_cells', '39', ''),
('sta', 'final.setup.worst_slack', '-0.300', 'ns'),
('worst_hold_path', 'worst_hold_path_type', 'primary input to output pin', ''),
('die', 'chipHeight', '94', 'um'),
('critical_path', 'crit_required', '0.88', 'ns'),
('run', 'openroad_warning_count', '35', ''),
('route', 'drtIter0Drc', '22', ''),
('die', 'die-width', '94', 'um'),
('global_routing', 'antenna_found_initial', '2', ''),
('logic_synthesis', 'largest_area_cell', 'mux4_2', ''),
('layout', 'ff_latch_area', '0', 'sq um'),
('sta', 'final.period_utilization', '1.27', ''),
('die', 'core_area', '0.00520', 'sq mm'),
('global_routing', 'grt_start_max_net_pins', '11', ''),
('worst_hold_path', 'timing.hold.worst.start', 'Data_in4[28]', ''),
('logic_synthesis', 'topCellsByArea', 'mux4_2 83%, buf_12 7.4%, mux4_1 6.5%, buf_2 1.8%, buf_6 1.4%', ''),
('critical_path', 'critPathMaxStageDelay', '0.50', 'ns'),
('layout', 'flops', '0', ''),
('die', 'fp_util', '0.156', ''),
('sta', 'worst_slew_margin_rel', '0.927', ''),
('placement', 'dp_slack', '-0.869', 'ns'),
('sta', 'transition_at_the_pin_with_the_smallest_max_transition_slack', '0.110', 'ns'),
('sta', 'grt_setup_unrepaired', 'yes', ''),
('logic_synthesis', 'yosys_area', '815', 'sq um'),
('critical_path', 'cp_cell_instances', 'buf_12 -> buf_12 -> buf_12 -> mux4_2 -> buf_2', ''),
('outcome', 'violations_in_the_final_reports', 'negative setup slack', ''),
('logic_synthesis', 'most_frequent_cell_after_synthesis', 'mux4_2', ''),
('global_routing', 'grt_usage', '0.146', ''),
('sta', 'setup_viol_count_final', '32', ''),
('layout', 'fill_cells', '525', ''),
('global_routing', 'via_count_of_the_first_global_routing_pass', '1466', ''),
('sta', 'period_minus_ws_final', '1.40', 'ns'),
('logic_synthesis', 'synth_area_per_cell', '20.9', 'sq um'),
('route', 'firstDrtPassIters', '3', ''),
('route', 'vias', '1212', ''),
('route', 'post_drt_wl_per_cell', '24.0', 'um'),
('cts', 'cts.hold.buffers_added', '0', ''),
('die', 'chip_area', '0.00884', 'sq mm'),
('critical_path', 'critical_path_arrival', '1.18', 'ns'),
('worst_hold_path', 'worstHoldPathCells', '3', ''),
('route', 'antenna_violating_nets_post_route', '0', ''),
('global_routing', 'grt-ovfl-total', '0', ''),
('pwr', 'powerDensity', '342', 'mW/mm^2'),
('placement', 'place.port_buffers', '162', ''),
('layout', 'drive_gt1_frac', '0.418', ''),
('critical_path', 'critical_path.startpoint_type', 'primary input', ''),
('run', 'drv.max_cap_violation_count', '0', ''),
('outcome', 'status', 'finished, violations left', '');
==> cell families (layout without fill, tap and decap cells) <==
group	count (synthesis)	count (layout)	synth area share
buffers and inverters	7	176	0.106
multiplexers	32	32	0.894
other	0	2	0
==> per-layer routing <==
metal  part of all wire  GRT usage  vias to the layer above
met3              0.072     0.0428                        2
met1               0.36      0.173                      591
li1                   -          -                      551
met2               0.56      0.268                       68
met4             0.0031    0.00506                        0
met5                  0          0                        -
==> power breakdown <==
part | switching [W] | total [W] | internal [W]
Sequential | 0 | 0 | 0
Clock | 0 | 0.000000000243 | 0.000000000243
Combinational | 0.000216 | 0.000816 | 0.000600
==> worst max-delay path: cells and delay by family <==
family   cells  cell delay (ns)
buf+inv      4             0.45
mux          1             0.50
==> area by class of cell <==
class | instances | area, sq um | share of cell area
well taps | 70 | 87.6 | 0.0367
repair buffers | 176 | 1570 | 0.659
multi-input cells | 32 | 721 | 0.302
diodes | 2 | 5.00 | 0.00210
==> per-stage QoR <==
stage / setup TNS (ns) / area, sq um / utilization / instances / total power [W]
after floorplan: -0.949 / 823 / - / 39 / 0.000261
after global placement: -26.66 / 2480 / 0.476 / 267 / 0.000983
after detailed placement: -26.78 / 2480 / 0.476 / 267 / 0.000988
after CTS: -8.54 / 2390 / 0.459 / 278 / 0.000839
after global routing: -8.89 / 2380 / 0.457 / 279 / 0.000879
final: -7.73 / 2380 / 0.458 / 280 / 0.000816
==> worst max path at each step <==
stage       from            to  slack, ns  cells after the start
6_report  sel[0]  Data_out[23]      -0.30                      5
4_1_cts   sel[0]   Data_out[4]      -0.31                      5
5_1_grt   sel[0]  Data_out[20]      -0.33                      5
==> timing repair <==
item | in CTS | in global routing
buffers inserted | 6 | 1
endpoints found under the setup margin | 32 | 32
gates cloned | 5 | 0
resized | 269 | 4
==> cell usage in the layout (no fill, tap or decap) <==
cell and count:
buf_12 6, buf_16 3, buf_2 36, buf_4 3, buf_6 5, buf_8 1
bufbuf_16 1, clkdlybuf4s15_1 1, diode_2 2, dlygate4sd2_1 120, mux4_2 32
No activity file was given, so power comes from the tool's default toggle rates.
